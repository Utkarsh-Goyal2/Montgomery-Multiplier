$ cat ./run.sh
#!/bin/bash
# OpenROAD 26Q1-2900-gdf79404cd8, Yosys 0.63+post, stock flow scripts
make -C /OpenROAD-flow-scripts/flow DESIGN_CONFIG=/design/flow/config.mk WORK_HOME=/design/flow/orfs finish
$ cat ./config.mk
export PLATFORM = sky130hd
export DESIGN_NAME = top_HTMMM
export DESIGN_NICKNAME = top_HTMMM
export VERILOG_FILES = /design/flow/design.v
export SDC_FILE = /design/flow/constraint.sdc
export NUM_CORES = 4
export LEC_CHECK = 1
export CORE_UTILIZATION = 40
$ cat ./constraint.sdc
current_design top_HTMMM

set clk_period 4.6
set clk_io_pct 0.2

create_clock -name clk0 -period $clk_period [get_ports {clk}]

set non_clock_inputs [all_inputs -no_clocks]
set_input_delay [expr $clk_period * $clk_io_pct] -clock clk0 $non_clock_inputs
set_output_delay [expr $clk_period * $clk_io_pct] -clock clk0 [all_outputs]
$ cat ./design.v
module multiply #(
    parameter N = 4
)(
    input  logic             clk,
    input  logic [N+1:0]     a,
    input  logic [N+1:0]     b,
    output logic [2*N+1:0]   T,
    output logic [N+1:0]     T_L,
    output logic [N-1:0]     T_H
);
    logic [2*N+1:0] product;
    always_comb begin
        product = a * b;
    end
    always_ff @(posedge clk) begin
        T   <= product;
        T_L <= product[N+1:0];
        T_H <= product[2*N+1 : N+2];
    end
endmodule
module finding_q #(
    parameter N     = 4,
    parameter [N+1:0] M_INV = 6'b010001    
)(
    input  logic         clk,
    input  logic [N+1:0] T_L,
    output logic [N+1:0] Q_L,
    output logic [N+1:0] D
);
    logic [2*N+1:0] q_full;
    always_comb begin
        q_full = T_L * M_INV;
    end
    always_ff @(posedge clk) begin
        Q_L <= q_full[N+1:0];         
        D   <= (~T_L) + 1'b1;         
    end
endmodule
module high_truncation #(
    parameter N          = 4,
    parameter d          = 3,
    parameter [N+1:0] M  = 6'b001111  
)(
    input  logic         clk,
    input  logic [N+1:0] Q_L,
    input  logic [N+1:0] D,
    output logic [N-1:0] S_H
);
    logic [2*N+3:0] msp_acc;
    logic [d+4:0]   cep_acc;  
    logic [d-1:0]   d_cal;
    logic [d-1:0]   d_real;
    logic [N-1:0]   U;
    always_comb begin
        msp_acc = '0;
        cep_acc = '0;
        for (int i = 0; i <= N+1; i++) begin
            for (int j = 0; j <= N+1; j++) begin
                if ((i + j) >= (N + 2)) begin
                    msp_acc[i+j-(N+2)] += (Q_L[i] & M[j]);
                end
                else if ((i + j) >= (N + 2 - d)) begin
                    cep_acc[(i+j)-(N+2-d)] += (Q_L[i] & M[j]);
                end
            end
        end
        d_cal  = cep_acc[2*d-1 : d];
        d_real = D[N+1 -: d];       
        U = msp_acc[N-1:0];
    end
    always_ff @(posedge clk) begin
        if (d_cal > d_real)
            S_H <= U + 1'b1;      
        else
            S_H <= U;             
    end
endmodule
module final_result #(
    parameter N = 4
)(
    input  logic         clk,
    input  logic [N-1:0] T_H,
    input  logic [N-1:0] S_H,
    input  logic [N+1:0] T_L,
    output logic [N:0]   C
);
    always_ff @(posedge clk) begin
        if (T_L == '0)
            C <= {1'b0, T_H} + {1'b0, S_H};
        else
            C <= {1'b0, T_H} + {1'b0, S_H} + 1'b1;
    end
endmodule
module top_HTMMM #(
    parameter N               = 4,
    parameter d               = 3,
    parameter [N+1:0] M       = 6'b001111,    
    parameter [N+1:0] M_INV   = 6'b010001     
)(
    input  logic         clk,
    input  logic [N:0] A,      
    input  logic [N:0] B,      
    output logic [N:0]   C       
);
    logic [2*N+1:0] T_full;
    logic [N+1:0]   T_L_s1;
    logic [N-1:0]   T_H_s1;
    multiply #(.N(N)) u_mul (
        .clk(clk), .a(A), .b(B),
        .T(T_full), .T_L(T_L_s1), .T_H(T_H_s1)
    );
    logic [N+1:0] Q_L_s2, D_s2;
    logic [N+1:0] T_L_s2;
    logic [N-1:0] T_H_s2;
    always_ff @(posedge clk) begin
        T_L_s2 <= T_L_s1;
        T_H_s2 <= T_H_s1;
    end
    finding_q #(.N(N), .M_INV(M_INV)) u_findq (
        .clk(clk), .T_L(T_L_s1),
        .Q_L(Q_L_s2), .D(D_s2)
    );
    logic [N-1:0] S_H_s3;
    logic [N+1:0] T_L_s3;
    logic [N-1:0] T_H_s3;
    always_ff @(posedge clk) begin
        T_L_s3 <= T_L_s2;
        T_H_s3 <= T_H_s2;
    end
    high_truncation #(.N(N), .d(d), .M(M)) u_htrunc (
        .clk(clk), .Q_L(Q_L_s2), .D(D_s2),
        .S_H(S_H_s3)
    );
    final_result #(.N(N)) u_final (
        .clk(clk),
        .T_H(T_H_s3), .S_H(S_H_s3), .T_L(T_L_s3),
        .C(C)
    );
endmodule
==> ci_impl_report.md <==
## PnR job results

| Metric | Value |
|---|---|
| Status | `completed` |
| Die area | `4980 um^2` |
| Routed len/inst | `9.78 um` |
| Sequential area share after synthesis | `0.437` |
| Drc violations | `0` |
| Row cnt | `24` |
| Area delta synth->final | `17.4%` |
| TritonCTS buffer count | `5` |
| Area leader, netlist | `dfxtp_1` |
| Worst Slack Setup Final | `0.521 ns` |
| Number of synthesized flops with an enable pin | `0` |
| Min Clock Period, post-route | `4.08 ns` |
| Share of layout cells above drive strength 1 | `0.0579` |
| Number of gates resized after cts | `0` |
| Distinct lib cells | `29` |
| Gate Count Post-Synth | `168` |
| Final setup viols | `0` |
| Hold path startpoint | `T_H_s2[3]$_DFF_P_` |
| Worst R2R Path Depth | `6` |
| Most Crowded Layer GR | `met2` |
| Detailed placement HPWL | `1980 um` |
| Core area | `4440 um^2` |
| Routed wire length | `roughly 2400 um` |
| Drt first pass iters | `20` |
| CTS Hold Bufs | `0` |
| Met1 Usage GRT | `0.137` |
| Hold Path Class | `reg2reg` |
| # diodes | `0` |
| Routability cong. | `~0.81` |
| Crit-path max FO | `5` |
| Clock transition at the registers of the reported paths | `~0.07 ns` |
| Final Cycle Share | `0.887` |
| Die x size | `70.5 um` |
| Post-Synthesis Cell Area | `1880 um^2` |
| Ports | `16` |
| RSZ-0062 raised after global routing | `false` |
| Die Y-Extent | `70.5 um` |
| Syn avg cell area | `11.2 um^2` |
| Vias per cell | `4.70` |
| Yosys cell count | `about 170` |
| Max-area cell share | `0.437` |
| Crit path launch type | `input port` |
| Post-route insts no fill | `242` |
| GRT Total Usage | `0.112` |
| PwrDens | `571 nW/um^2` |
| Clock latency (worst-skew pair) | `about 0.28 ns` |
| Vias in the first global route | `~1.1k` |
| DRT antenna net count | `0` |
| Tool warnings | `26` |
| Hold Crit Depth | `0` |
| Max Cap Viol | `0` |
| Tally of filler cells in the layout | `392` |
| Maximum VDD drop | `0.172 mV` |
| CTS H-Tree Depth | `2` |
| Port-buffer cells | `15` |
| Main flop type | `dfxtp_1` |
| Fmax achieved | `245 MHz` |
| Most frequent cells in the layout | `41 x dfxtp_1, 25 x ha_1, 19 x and2_1` |
| Pins over their slew limit | `0` |
| Setup TNS | `0 ns` |
| Arr. time, crit path | `between 4 and 5 ns` |
| Initial antenna violation count | `0` |
| Vias post-DR | `between 1k and 1.5k` |
| Top cells by area | `dfxtp_1 44%, ha_1 17%, fa_1 11%` |
| GR Overflow Total | `0` |
| CTS sink count | `41` |
| Setup CP Type | `in2reg` |
| Yosys reg bits | `41` |
| Initial core utilization | `0.423` |
| Largest net degree at the start of global routing | `15` |
| YS warnings | `7` |
| Final hold violation count | `0` |
| Initial DRC Count | `22` |
| Leak | `0.000999 uW` |
| First-pass GRT wire length | `between 4000 and 5000 um` |
| Area reported by Yosys stat | `~1900 um^2` |
| Placed cell count | `around 230` |
| WP data required | `4.78 ns` |
| Clock skew | `0.00562 ns` |
| Post-CTS Setup Inserts | `0` |
| CTS tree | `yes` |
| Setup Slack @ Placement | `0.204 ns` |
| Reg2Reg Launch Point | `u_htrunc.S_H[0]$_DFF_P_` |
| Routing usage on met2 | `0.211` |
| Critical Path End Type | `flip-flop` |
| Bufs on Longest Clock Path | `2` |
| Met3 Usage GRT | `0.0202` |
| Most used logic cell in the final layout | `dfxtp_1` |
| Flop-to-flop setup slack | `2.78 ns` |
| CTS root buffer | `clkbuf_8` |
| Asr flop ratio synth | `0` |
| Critical path startpoint | `B[4]` |
-- flip-flops by register name, summed over array words and instances, names as in the netlist --
signal,flops
u_final.C,5
u_mul.T_H,4
T_L_s3,6
T_H_s3,4
u_htrunc.S_H,4
T_L_s2,2
u_mul.T_L,6
T_H_s2,4
u_findq.Q_L,5
u_findq.D,1
-- final timing paths --
check	to
setup / recovery	u_mul.T_H[2]$_DFF_P_
setup reg to reg	u_final.C[4]$_DFF_P_
hold / removal	T_H_s3[3]$_DFF_P_
hold reg to reg	T_H_s3[3]$_DFF_P_
-- kinds of logic after synthesis --
logic type / synth area share
AOI/OAI and AO/OA: 0.0593
xor gates and xnor gates: 0.0559
adders and majority gates: 0.273
buffers and inverters: 0.0359
DFF: 0.437
muxes: 0.00799
other: 0.00200
and+or+nand+nor: 0.129
-- metal layers --
layer,vias to the layer above,wire (um)
li1,586,-
met1,526,995
met2,24,1270
met3,2,84
met4,0,19
met5,-,0
-- area by class of cell --
cell class                 instances  area (um^2)  share of cell area
sequential                        41          821               0.372
inverter                          17         63.8              0.0289
multi-input combinational        109          991               0.449
tap                               52         65.1              0.0295
clock buffer                       5         68.8              0.0312
clock inverter                     3         46.3              0.0210
timing repair buffer              15          150              0.0681
-- synthesized netlist by cell type, drive strengths merged, types with 2 or more instances --
cell type	count
xnor2	9
xor2	3
nor2	5
nor2b	3
o21a	3
ha	25
a21oi	7
fa	10
nand2	8
o311ai	2
nor3	2
and2	19
dfxtp	41
inv	17
-- power breakdown --
group | total [uW] | switching [uW] | internal (uW)
registers | 536 | 43.2 | 493
clock network | 277 | 115 | 162
logic | 447 | 198 | 249
-- stage by stage --
| stage | power (uW) | util | hold slack (ns) | cell area (um^2) |
|---|---|---|---|---|
| after detailed placement | 995 | 0.470 | 0.312 | 2090 |
| after global placement | 982 | 0.470 | 0.310 | 2090 |
| final | 1260 | 0.496 | 0.327 | 2210 |
| after floorplan | 873 | - | 0.310 | 1880 |
| after CTS | 1280 | 0.496 | 0.327 | 2210 |
| after global routing | 1360 | 0.496 | 0.338 | 2210 |
-- critical path, stage by stage --
cell	delay, ns
clkdlybuf4s50_1	0.52
nand2_1	0.09
fa_1	0.51
fa_1	0.51
fa_1	0.54
inv_1	0.04
ha_1	0.32
nor2b_1	0.14
o21a_1	0.19
o21a_1	0.19
o311ai_0	0.28
Power and IR drop assume default switching activity.
